### ./design.v
`timescale 1ns/1ps
module alu #(
    parameter integer WIDTH = 4
)(
    input wire [WIDTH-1:0] a,       
    input wire [WIDTH-1:0] b,       
    input wire [2:0] op,            
    output reg [WIDTH-1:0] result,  
    output reg zero,                
    output reg carry                
);
    localparam logic [2:0] ADD  = 3'b000;   
    localparam logic [2:0] SUB  = 3'b001;   
    localparam logic [2:0] AND  = 3'b010;   
    localparam logic [2:0] OR   = 3'b011;   
    localparam logic [2:0] XOR  = 3'b100;   
    localparam logic [2:0] NOT  = 3'b101;   
    localparam logic [2:0] SHL  = 3'b110;   
    localparam logic [2:0] SHR  = 3'b111;   
    wire [WIDTH:0] add_result;
    wire [WIDTH:0] sub_result;
    assign add_result = a + b;
    assign sub_result = a - b;
    always_comb begin
        case (op)
            ADD: begin
                result = add_result[WIDTH-1:0];
                carry = add_result[WIDTH];
                zero = (result == 0);
            end
            SUB: begin
                result = sub_result[WIDTH-1:0];
                carry = sub_result[WIDTH];
                zero = (result == 0);
            end
            AND: begin
                result = a & b;
                carry = 0;
                zero = (result == 0);
            end
            OR: begin
                result = a | b;
                carry = 0;
                zero = (result == 0);
            end
            XOR: begin
                result = a ^ b;
                carry = 0;
                zero = (result == 0);
            end
            NOT: begin
                result = ~a;
                carry = 0;
                zero = (result == 0);
            end
            SHL: begin
                result = {a[WIDTH-2:0], 1'b0};
                carry = a[WIDTH-1];
                zero = (result == 0);
            end
            SHR: begin
                result = {1'b0, a[WIDTH-1:1]};
                carry = a[0];
                zero = (result == 0);
            end
            default: begin
                result = 0;
                carry = 0;
                zero = 1;
            end
        endcase
    end
endmodule
`timescale 1ns/1ps
module cpu #(
    parameter integer WIDTH = 4
)(
    input wire clk,
    input wire rst,
    output wire [WIDTH-1:0] result,
    output wire zero,
    output wire carry
);
    reg [WIDTH-1:0] reg_a;
    reg [WIDTH-1:0] reg_b;
    reg [WIDTH-1:0] reg_result;
    reg [2:0] op_code;
    alu #(WIDTH) alu_inst(
        .a(reg_a),
        .b(reg_b),
        .op(op_code),
        .result(result),
        .zero(zero),
        .carry(carry)
    );
    reg [2:0] state;
    localparam logic [2:0] IDLE = 3'b000;
    localparam logic [2:0] ADD = 3'b001;
    localparam logic [2:0] STORE = 3'b010;
    localparam logic [2:0] SUB = 3'b011;
    localparam logic [2:0] AND = 3'b100;
    localparam logic [2:0] DONE = 3'b101;
    always @(posedge clk or posedge rst) begin
        if (rst) begin
            state <= IDLE;
            reg_a <= 0;
            reg_b <= 0;
            op_code <= 0;
        end else begin
            case (state)
                IDLE: begin
                    reg_a <= 4'b1010;   
                    reg_b <= 4'b0101;   
                    op_code <= 3'b000;  
                    state <= ADD;
                end
                ADD: begin
                    reg_result <= result;
                    state <= STORE;
                end
                STORE: begin
                    reg_a <= reg_result;
                    reg_b <= 4'b0011;   
                    op_code <= 3'b001;  
                    state <= SUB;
                end
                SUB: begin
                    reg_result <= result;
                    state <= AND;
                end
                AND: begin
                    reg_a <= reg_result;
                    reg_b <= 4'b1111;   
                    op_code <= 3'b010;  
                    state <= DONE;
                end
                DONE: begin
                    state <= DONE;
                end
                default: state <= IDLE;
            endcase
        end
    end
endmodule
### ./run.sh
#!/bin/bash
# OpenROAD 26Q1-2900-gdf79404cd8, Yosys 0.63+post, stock flow scripts
make -C /OpenROAD-flow-scripts/flow DESIGN_CONFIG=/design/flow/config.mk WORK_HOME=/design/flow/orfs finish
### ./config.mk
export PLATFORM = sky130hd
export DESIGN_NAME = cpu
export DESIGN_NICKNAME = cpu
export VERILOG_FILES = /design/flow/design.v
export SDC_FILE = /design/flow/constraint.sdc
export NUM_CORES = 4
export LEC_CHECK = 1
export CORE_AREA = 10 10 108 108
export DIE_AREA = 0 0 118 118
### ./constraint.sdc
current_design cpu

set clk_period 2.6
set clk_io_pct 0.2

create_clock -name clk0 -period $clk_period [get_ports {clk}]

set non_clock_inputs [all_inputs -no_clocks]
set_input_delay [expr $clk_period * $clk_io_pct] -clock clk0 $non_clock_inputs
set_output_delay [expr $clk_period * $clk_io_pct] -clock clk0 [all_outputs]
==> flow_summary.html <==
<h2>Implementation results</h2>
<table>
<tr><th>Metric</th><th>Value</th></tr>
<tr><th colspan="2">Global route</th></tr>
<tr><td>Overall fraction of global-route tracks in use</td><td>0.0316</td></tr>
<tr><td>Pin count of the biggest net entering global routing</td><td>16</td></tr>
<tr><td>Global-route met1 utilization</td><td>0.0388</td></tr>
<tr><td>Total gr overflow</td><td>0</td></tr>
<tr><td>Initial antenna violation count</td><td>0</td></tr>
<tr><td>First-pass GRT wire length</td><td>roughly 3.7 mm</td></tr>
<tr><td>Via count of the first global-routing pass</td><td>between 700 and 800</td></tr>
<tr><td>Met2 track demand over resource</td><td>0.0531</td></tr>
<tr><td>GRT met3 Usage</td><td>0.0122</td></tr>
<tr><td>Most utilized layer in the global route result</td><td>met2</td></tr>
<tr><th colspan="2">Clocking</th></tr>
<tr><td># clock sinks</td><td>19</td></tr>
<tr><td>Max Root-Sink Buffers</td><td>2</td></tr>
<tr><td>TritonCTS clock tree</td><td>yes</td></tr>
<tr><td>Library cell used as clock root buffer</td><td>sky130_fd_sc_hd__clkbuf_8</td></tr>
<tr><td>H-tree levels</td><td>1</td></tr>
<tr><td>Clock-pin slew of the registers on the worst-case setup and hold paths</td><td>about 0.070 ns</td></tr>
<tr><td>Hold Buf Count CTS</td><td>0</td></tr>
<tr><td>Clock latency of the later-clocked register in the worst-skew pair</td><td>0.25 ns</td></tr>
<tr><td>Total CTS buffers</td><td>3</td></tr>
<tr><th colspan="2">Placement</th></tr>
<tr><td>Post-place setup slack</td><td>-0.0289 ns</td></tr>
<tr><td>Number of buffer cells added on primary ports</td><td>7</td></tr>
<tr><td>HPWL after detailed placement</td><td>approximately 1.7 mm</td></tr>
<tr><td>Placed cell areas</td><td>roughly 1300 um2</td></tr>
<tr><td>Global placement routability congestion</td><td>~0.83</td></tr>
<tr><th colspan="2">Final timing</th></tr>
<tr><td>Final critical path time including I/O delays and setup</td><td>between 2 and 3 ns</td></tr>
<tr><td>Post-route clock period utilization</td><td>0.995</td></tr>
<tr><td>Slew at the pin closest to its max-slew limit</td><td>~0.54 ns</td></tr>
<tr><td>Final number of max-transition violations</td><td>0</td></tr>
<tr><td>Crit path setup slack, layout</td><td>0.0138 ns</td></tr>
<tr><td>Unrepaired setup endpoints after global routing</td><td>true</td></tr>
<tr><td>Final setup violation count</td><td>0</td></tr>
<tr><td>Worst slack on hold paths</td><td>0.385 ns</td></tr>
<tr><td>Final Hold Vio Count</td><td>0</td></tr>
<tr><td>Final clock skew</td><td>approximately 0.0034 ns</td></tr>
<tr><td>Total negative slack</td><td>0 ns</td></tr>
<tr><td>Highest clock rate</td><td>between 300 and 400 MHz</td></tr>
<tr><td>Worst max-slew margin expressed relative to the limit</td><td>0.643</td></tr>
<tr><th colspan="2">Setup path</th></tr>
<tr><td>Critical path class</td><td>flop to output pin</td></tr>
<tr><td>Data arrival time of the critical path</td><td>between 2 and 2.5 ns</td></tr>
<tr><td>Reg2Reg Launch Point</td><td>reg_b[0]</td></tr>
<tr><td>CP required</td><td>roughly 2.1 ns</td></tr>
<tr><td>Biggest fanout along the worst timing path</td><td>3</td></tr>
<tr><td>Reg-to-reg setup timing slack</td><td>roughly 0.45 ns</td></tr>
<tr><td>Critical Path Sink Type</td><td>output pin</td></tr>
<tr><td>Critical register-to-register path endpoint</td><td>reg_result[3]</td></tr>
<tr><td>Worst setup SP type</td><td>flop</td></tr>
<tr><td>Worst reg-to-reg path cell count</td><td>9</td></tr>
<tr><th colspan="2">Routing</th></tr>
<tr><td>Routed vias</td><td>764</td></tr>
<tr><td>Initial DRT Pass Iterations</td><td>4</td></tr>
<tr><td>Final wirelength</td><td>2.27 mm</td></tr>
<tr><td>Antenna Nets Post-Route</td><td>0</td></tr>
<tr><td>Diodes inserted</td><td>0</td></tr>
<tr><td>Residual DRC</td><td>0</td></tr>
<tr><td>Initial detailed-routing violation count</td><td>31</td></tr>
<tr><td>Post-DR vias/cell</td><td>3.12</td></tr>
<tr><td>Wire length per cell</td><td>approximately 9.3 um</td></tr>
<tr><th colspan="2">Power</th></tr>
<tr><td>VDD IR max</td><td>0.000218 V</td></tr>
<tr><td>Power Dens Cells</td><td>574 nW/um2</td></tr>
<tr><td>Leakage dissipation</td><td>0.603 nW</td></tr>
<tr><th colspan="2">Flow run</th></tr>
<tr><td>Number of violations of the max-capacitance limit</td><td>0</td></tr>
<tr><td>Tool warnings</td><td>31</td></tr>
<tr><th colspan="2">Finish</th></tr>
<tr><td>Post-layout instance area</td><td>1470 um2</td></tr>
<tr><td>Flop area</td><td>about 500 um2</td></tr>
<tr><td>Comb gate area</td><td>582 um2</td></tr>
<tr><td>Number of fillers in the final layout</td><td>1,046</td></tr>
<tr><td>Share of final-layout standard cells stronger than drive strength 1</td><td>0.336</td></tr>
<tr><td>Area growth from synthesis to final layout</td><td>38.2%</td></tr>
<tr><th colspan="2">Floorplanning</th></tr>
<tr><td>Die extent in y</td><td>118 um</td></tr>
<tr><td>Placeable Area</td><td>9280 um2</td></tr>
<tr><td>Share of the core filled by cells before placement</td><td>0.114</td></tr>
<tr><td>Chip footprint</td><td>13,900 um2</td></tr>
<tr><td>Site row count</td><td>35</td></tr>
<tr><td>I/O pin count</td><td>8</td></tr>
<tr><td>X dimension of the die</td><td>118 um</td></tr>
<tr><th colspan="2">Logic synthesis</th></tr>
<tr><td>Post-Syn Area per Cell</td><td>10.8 um2</td></tr>
<tr><td>Flip-flop and latch count after synthesis</td><td>19</td></tr>
<tr><td>Post-synth tally of flip-flops with integrated enable</td><td>4</td></tr>
<tr><td>Top cell type's share of synthesized area</td><td>0.330</td></tr>
<tr><td>Most frequent cell after synthesis</td><td>sky130_fd_sc_hd__dfrtp_1</td></tr>
<tr><td>Instance count of the mapped netlist</td><td>about 98</td></tr>
<tr><td>Warnings, synthesis</td><td>2</td></tr>
<tr><td>Leading cell types by total area after synthesis</td><td>sky130_fd_sc_hd__dfrtp_1 33%, sky130_fd_sc_hd__edfxtp_1 11%, sky130_fd_sc_hd__ha_1 9.4%, sky130_fd_sc_hd__fa_1 3.8%, sky130_fd_sc_hd__nor2_1 3.5%</td></tr>
<tr><td>Post-synth area from yosys stat</td><td>1060 um2</td></tr>
<tr><td>Cell total in the yosys stat output</td><td>98</td></tr>
<tr><td>Async SR Flop Fraction</td><td>0.789</td></tr>
<tr><td>Distinct lib cells used</td><td>36</td></tr>
<tr><td>Most used DFF post-synth</td><td>sky130_fd_sc_hd__dfrtp_1</td></tr>
<tr><td>Register area share after synthesis</td><td>0.468</td></tr>
<tr><td>Biggest area consumer among synthesized cells</td><td>sky130_fd_sc_hd__dfrtp_1</td></tr>
<tr><td>Ranking of synthesized cells by instance count</td><td>14 x sky130_fd_sc_hd__dfrtp_1, 10 x sky130_fd_sc_hd__nor2_1, 8 x sky130_fd_sc_hd__ha_1, 8 x sky130_fd_sc_hd__inv_1, 6 x sky130_fd_sc_hd__nand2_1</td></tr>
<tr><td>Post-Synthesis Cell Area</td><td>1060 um2</td></tr>
<tr><th colspan="2">Worst hold path</th></tr>
<tr><td>Terminating pin of the worst hold path</td><td>state[2]</td></tr>
<tr><td>Cell count of the worst hold path</td><td>0</td></tr>
<tr><td>Type of the tightest min-delay check</td><td>flop to flop</td></tr>
<tr><td>Launch instance of the worst min-delay path</td><td>state[3]</td></tr>
<tr><th colspan="2">Outcome</th></tr>
<tr><td>Run status</td><td>finished clean</td></tr>
</table>
==> metrics by stage <==
stage	utilization	total power, mW	std cells
finish	0.158	0.841	245
CTS	0.153	0.829	242
global route	0.158	0.902	245
floorplan	-	0.500	98
global placement	0.137	0.586	232
detailed placement	0.137	0.585	232
==> how the worst max path moves through the flow <==
stage | start | endpoint | cells after the start | slack (ns)
4_1_cts | reg_b[0] | zero | 10 | -0.1
5_1_grt | reg_b[0] | zero | 10 | -0.08
6_report | reg_b[0] | result[2] | 8 | 0.01
==> logic make-up after synthesis <==
logic type	after synthesis	synth area share
flops	19	0.468
compound gates	22	0.159
other cells	1	0.00353
xor+xnor	3	0.0248
fa+ha+maj	10	0.132
buf+inv	13	0.0684
simple gates	30	0.144
==> layer usage <==
layer  share of wire  up-vias
li1                -      370
met1            0.45      385
met2            0.51        9
met3           0.040        0
met4               0        0
met5               0        -
==> sequential cells by signal, indices dropped and copies added, names as in the netlist <==
name / count
reg_result: 4
state: 5
reg_a: 4
reg_b: 4
op_code: 2
==> repair_timing <==
item	in CTS	in global routing
endpoints found under the setup margin	5	4
cloned	0	0
resized	23	13
setup buffers	6	3
pin swaps	11	8
endpoints found under the hold margin	0	0
==> placed cells by master, fill, tap and decap left out, drive strengths merged, types with 3 or more instances in the layout <==
cell,n
a221o,3
o21bai,3
nand2,6
buf,14
edfxtp,4
inv,8
o21ai,4
dfrtp,14
ha,8
nor2,10
a21o,4
clkbuf,5
==> power by group <==
part	total, mW	switching (mW)	leakage, nW	internal, mW
registers	0.360	0.0254	0.206	0.334
clock network	0.197	0.0908	0.0255	0.106
logic	0.285	0.128	0.372	0.157
total	0.841	0.244	0.603	0.598
==> critical path, stage by stage, from the launching register on <==
cell,delay (ns)
sky130_fd_sc_hd__dfrtp_1,0.40
sky130_fd_sc_hd__buf_6,0.12
sky130_fd_sc_hd__ha_4,0.12
sky130_fd_sc_hd__inv_2,0.03
sky130_fd_sc_hd__fa_2,0.34
sky130_fd_sc_hd__buf_6,0.13
sky130_fd_sc_hd__xor2_4,0.15
sky130_fd_sc_hd__a221o_2,0.40
sky130_fd_sc_hd__buf_2,0.13
==> final cells by class <==
cell class,count,share of cell area
sequential,19,0.339
multi-input combinational,66,0.397
inverter,8,0.0205
clock buffer,3,0.0282
timing repair buffer,19,0.102
tap,129,0.110
clock inverter,1,0.00341
Power and IR drop assume default switching activity.
